==> /design/flow/design.v <==
module operations(
    output reg [7:0] A,         
    output reg [7:0] B,         
    input reset, 
    input do, 
    input clk,
    input [3:0] select,   
    output reg [7:0] Y,      
    output [7:0] ledA, ledB
);
    always @(posedge clk or posedge reset) begin
         if (reset) begin
            A <= 8'b0;
            B <= 8'b0;
            Y <= 8'b0;
        end else if (do) begin
        case (select)
            4'b0010: Y <= A << 1;            
            4'b0011: Y <= A >> 1;            
            4'b0100: Y <= (A == B) ? 8'h00 : ((A > B) ? 8'h01 : 8'hFF);   
            4'b0101: Y <= A & B;             
            4'b0110: Y <= A | B;             
            4'b0111: Y <= A ^ B;             
            4'b1000: Y <= ~(A & B);          
            4'b1001: Y <= ~(A | B);          
            4'b1010: Y <= ~(A ^ B);          
            4'b1011: Y <= ~A;                
            4'b1101: A <= Y;                
            4'b1110: {A,B} <= {B,A};     
            4'b1111: A <= B;             
        endcase
    end
    end 
    assign ledA = A;
    assign ledB = B;
endmodule
==> /design/flow/run.sh <==
#!/bin/bash
# OpenROAD 26Q1-2900-gdf79404cd8, Yosys 0.63+post, stock flow scripts
make -C /OpenROAD-flow-scripts/flow DESIGN_CONFIG=/design/flow/config.mk WORK_HOME=/design/flow/orfs finish
==> /design/flow/config.mk <==
export PLATFORM = sky130hd
export DESIGN_NAME = operations
export DESIGN_NICKNAME = operations
export VERILOG_FILES = /design/flow/design.v
export SDC_FILE = /design/flow/constraint.sdc
export NUM_CORES = 4
export LEC_CHECK = 1
export CORE_UTILIZATION = 30
==> /design/flow/constraint.sdc <==
current_design operations

set clk_period 2.5
set clk_io_pct 0.2

create_clock -name clk0 -period $clk_period [get_ports {clk}]

set non_clock_inputs [all_inputs -no_clocks]
set_input_delay [expr $clk_period * $clk_io_pct] -clock clk0 $non_clock_inputs
set_output_delay [expr $clk_period * $clk_io_pct] -clock clk0 [all_outputs]
==> reports/qor.log <==
[outcome] result of the run finished clean
[setup_path] register-to-register setup slack 0.36 ns
[setup_path] cell type of the slowest stage on the worst timing path ha_1
[setup_path] FF-to-FF End Y[7]$_DFFE_PP0P_
[clocking] CTS tree done
[sta] unrepaired setup endpoints after global routing false
[power_and_ir_drop] register share of total power 0.299
[sta] Period Utilization, post-route 0.854
[cells_and_area] post-route core utilization 0.389
[cells_and_area] final cell count without fillers 399
[route] post-detailed-route wirelength per cell 15.0 um
[synth] register share after synthesis 0.270
[synth] post-synth top area cell dfrtp_1
[grt] residual overflow from global routing 0
[worst_hold_path] cell depth of the worst min-delay path 2
[cells_and_area] layout overhead on the synthesized area 26.0%
[sta] count of final hold-check violations 0
[power_and_ir_drop] clock share of power 0.123
[sta] pin slew with the least headroom to its limit 0.628 ns
[synth] Top cells by area dfrtp_1, ha_1, buf_4
[route] total length of routed wires 5.99 mm
[setup_path] maximum fanout encountered on the critical timing path 7
[synth] cells in synth_stat.txt 262
[power_and_ir_drop] switching power total 715 uW
[worst_hold_path] Hold WC Path Type flip-flop to flip-flop
[placed_design] # port buffers 46
[setup_path] reg-to-reg startpoint B[7]$_DFFE_PP0P_
[flow_run] max-cap violation count 0
[grt] Global Route Usage Sum 0.167
[setup_path] critical path, cell by cell inv_1, ha_1, nor4_2, buf_4, a2111oi_4, o311a_2, a21oi_4, a311oi_2
[setup_path] startpoint class of the critical path flip-flop
[clocking] CTS hold repair buffers 0
[clocking] total number of H-tree levels 1
[setup_path] kind of cell adding the most delay to the critical path AND-OR/OR-AND gates
[power_and_ir_drop] LEAKAGE 0.00116 uW
[setup_path] Crit. path cell count 8
[sta] highest achievable clock rate 468 MHz
[setup_path] sort of element at the end of the critical path flip-flop
[clocking] number of buffers inserted to repair setup after CTS 0
[floorplanning] initial standard-cell utilization of the core 0.309
[grt] wire length of the first global-routing pass 9.79 mm
[synth] mean post-synth cell area 8.50 um^2
[grt] via count of the first global-routing pass 1,850
[clocking] clock tree buffer depth 2
[setup_path] CP required 2.68 ns
[power_and_ir_drop] combinational power share 0.578
[clocking] clock-pin slew on the worst setup and hold paths 0.09 ns
[clocking] clk sinks 24
[sta] Final TNS setup 0 ns
[placed_design] cell total after placement 396
[floorplanning] die height 88.2 um
[sta] clock tree skew after final layout 0.00411 ns
[sta] Slew Limit Fails 0
[route] ratio of routed vias to standard cells 4.92
[worst_hold_path] Hold Path End Y[0]$_DFFE_PP0P_
[clocking] number of buffers created by CTS 3
[synth] dominant register cell dfrtp_1
[power_and_ir_drop] P_int 1190 uW
[setup_path] path depth of the worst reg2reg path 8
[grt] maximum number of pins on one net before global-route repair 29
[synth] number of synthesized flops with an enable pin 0
[floorplanning] placeable core region 0.00721 mm^2
[power_and_ir_drop] power density over the cells 681 mW/mm^2
[power_and_ir_drop] maximum ir drop on the vdd rail 0.000279 V
[sta] final count of negative-setup-slack endpoints 0
[cells_and_area] fraction of final layout cells sized beyond drive strength 1 0.133
[power_and_ir_drop] switching power share of the total 0.374
[clocking] clock tree root buffer cell clkbuf_8
[placed_design] pre-CTS setup slack 0.138 ns
[worst_hold_path] beginning of the worst hold path Y[0]$_DFFE_PP0P_
[synth] number of standard cells after synthesis 262
[placed_design] RePlAce Congestion 0.927
[synth] Netlist Area Pre-Place 0.00223 mm^2
[clocking] clock insertion delay at the later pin of the skew report 0.27 ns
[sta] Tmin final 2.14 ns
[route] vias after detailed routing 1,962
[placed_design] DP HPWL 4.57 mm
[route] number of iterations in the first detailed-routing pass 4
[floorplanning] area enclosed by the die boundary 0.00777 mm^2
[floorplanning] # IOs 47
[synth] chip area in the Yosys report 0.00223 mm^2
[synth] Synth top area share 0.270
[route] starting DRC count in detailed routing 132
[flow_run] OpenROAD warning count 41
[synth] asr flop ratio synth 1.00
[synth] Synth Register Bits 24
[setup_path] delay of the slowest cell on the worst path 0.41 ns
[sta] crit path setup slack, layout 0.364 ns
[floorplanning] number of standard-cell rows in the floorplan 31
[setup_path] number of buffers and inverters on the critical path 2
[sta] Slew HR 0.581
[setup_path] arrival time at the worst endpoint 2.32 ns
[floorplanning] Die X 88.2 um
[route] ANT cells 0
[setup_path] kind of critical path flip-flop to flip-flop
[route] number of nets still failing antenna checks after routing 0
[synth] unique cell type count in the Yosys netlist 45
[grt] number of antenna violations at the first check in global routing 0
[setup_path] start point of the critical path B[7]$_DFFE_PP0P_
[clocking] Post-CTS Resized 0
[synth] warnings from Yosys 1
[route] Residual DRC 0
cell families (layout without fill, tap and decap cells):
kind of cell               after synthesis  after routing  synth area share
AOI/OAI and AO/OA                       83             83             0.250
and+or+nand+nor                         72             72             0.171
buffers and inverters                   52             90             0.124
adders and majority gates               24             24             0.135
DFF                                     24             24             0.270
muxes                                    7              7            0.0506
worst register-to-register path, cell delays in order, from the launching register on:
cell,delay [ns]
dfrtp_1,0.40
inv_1,0.10
ha_1,0.41
nor4_2,0.08
buf_4,0.15
a2111oi_4,0.32
o311a_2,0.29
a21oi_4,0.10
a311oi_2,0.21
per-layer routing:
metal	share of wire	vias up	track usage
met5	0	-	0
met4	0.011	0	0.0147
met3	0.061	9	0.0153
met2	0.43	66	0.245
met1	0.50	902	0.281
li1	-	985	-
flip-flops by register name (all words and copies together) (netlist names):
signal,count
Y,8
B,8
A,8
cell usage after synthesis (all sizes together) (2+ instances only):
cell	n
dfrtp	24
a31oi	2
mux2	4
nor4	3
o32ai	2
nand3	4
a21oi	17
o21ai	28
ha	24
nor2	11
a32oi	2
a311oi	2
o22a	2
buf	27
nand2b	6
o22ai	7
nand2	29
inv	24
nor2b	9
or3	7
a211oi	6
a22oi	9
mux4	3
layout by cell type (no fill, tap or decap), types with 2 or more instances in the layout:
cell / n
a31oi_1: 2
o21ai_0: 18
nand2_1: 29
nand2b_1: 5
nor2_1: 10
ha_1: 24
buf_4: 16
nor4_2: 2
a21oi_1: 16
mux4_2: 3
clkbuf_8: 3
nor2b_1: 8
o22a_1: 2
mux2_2: 4
nand3_2: 2
a211oi_1: 6
dfrtp_1: 24
o32ai_1: 2
clkdlybuf4s50_1: 46
o21ai_1: 10
a22oi_1: 9
or3_1: 7
nand3_1: 2
a32oi_1: 2
inv_1: 23
o22ai_1: 7
area by class of cell:
class	count	area, um^2
Clock buffer	3	41.3
Fill cell	754	4410
Inverter	24	90.1
Multi-Input combinational cell	186	1350
Sequential cell	24	601
Tap cell	99	124
Timing Repair Buffer	63	601
through the flow:
step / area [um^2] / power [uW] / hold slack, ns
finish: 2810 / 1910 / 0.562
global route: 2810 / 2090 / 0.588
CTS: 2810 / 1930 / 0.559
detailed placement: 2770 / 1680 / 0.530
global placement: 2770 / 1690 / 0.545
floorplan: 2230 / 1190 / 0.456
power groups by stage:
| stage | sequential (uW) | clock, uW | combinational (uW) |
|---|---|---|---|
| 4_1_cts | 574 | 243 | 1110 |
| 5_1_grt | 589 | 259 | 1240 |
| 6_report | 571 | 236 | 1100 |
how the worst max path moves through the flow:
stage	to	slack [ns]
4_1_cts	Y[7]$_DFFE_PP0P_	0.34
5_1_grt	Y[7]$_DFFE_PP0P_	0.23
6_report	Y[7]$_DFFE_PP0P_	0.36
No activity file was given, so power comes from the tool's default toggle rates.
